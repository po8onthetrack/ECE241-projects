--- /design/flow/run.sh ---
#!/bin/bash
# OpenROAD 26Q1-2900-gdf79404cd8, Yosys 0.63+post, stock flow scripts
make -C /OpenROAD-flow-scripts/flow DESIGN_CONFIG=/design/flow/config.mk WORK_HOME=/design/flow/orfs finish
--- /design/flow/config.mk ---
export PLATFORM = sky130hd
export DESIGN_NAME = hex_decoder
export DESIGN_NICKNAME = hex_decoder
export VERILOG_FILES = /design/flow/design.v
export SDC_FILE = /design/flow/constraint.sdc
export NUM_CORES = 4
export LEC_CHECK = 1
export CORE_AREA = 10 10 70 70
export DIE_AREA = 0 0 80 80
--- /design/flow/constraint.sdc ---
current_design hex_decoder

set clk_period 1.1
set clk_io_pct 0.2

create_clock -name clk0 -period $clk_period

set non_clock_inputs [all_inputs -no_clocks]
set_input_delay [expr $clk_period * $clk_io_pct] -clock clk0 $non_clock_inputs
set_output_delay [expr $clk_period * $clk_io_pct] -clock clk0 [all_outputs]
--- /design/flow/design.v ---
module part5(SW, KEY, HEX5, HEX4, HEX3, HEX2, HEX1, HEX0, LEDR);	
	input [7:0] SW;
	input [1:0] KEY;
	output [6:0] HEX5, HEX4, HEX3, HEX2, HEX1, HEX0;
	output [9:0] LEDR;
	wire [7:0] A, B, S;
	wire Co;
	storeA regA(KEY[1], KEY[0], SW, A);
	assign B = SW;
	assign LEDR[0] = Co;
	carryadder_8bit sumAB(A,B,Co,S);
	hex_decoder A1(A[3:0], HEX2);
	hex_decoder A2(A[7:4], HEX3);
	hex_decoder B1(B[3:0], HEX0);
	hex_decoder B2(B[7:4], HEX1);
	hex_decoder S1(S[3:0], HEX4);
	hex_decoder S2(S[7:4], HEX5);
endmodule
module hex_decoder(S, HEX); 
	input [3:0] S; 
	output reg [6:0] HEX;
    always @(S)
	 begin
        case(S)
            4'h0: HEX = 7'b1000000;
            4'h1: HEX = 7'b1111001;
            4'h2: HEX = 7'b0100100;
            4'h3: HEX = 7'b0110000;
            4'h4: HEX = 7'b0011001;
            4'h5: HEX = 7'b0010010;
            4'h6: HEX = 7'b0000010;
            4'h7: HEX = 7'b1111000;
            4'h8: HEX = 7'b0000000;
            4'h9: HEX = 7'b0010000;
            4'hA: HEX = 7'b0001000;  
            4'hB: HEX = 7'b0000011;  
            4'hC: HEX = 7'b1000110;  
            4'hD: HEX = 7'b0100001;  
            4'hE: HEX = 7'b0000110;  
            4'hF: HEX = 7'b0001110;  
        endcase
    end
endmodule
module carryadder_8bit(A, B, Co, S);
	 input [7:0] A, B;
	 output [7:0] S;
	 output Co;
	 wire [6:0] carry;
    full_adder FA0(A[0], B[0], 1'b0, carry[0], S[0]);
    full_adder FA1(A[1], B[1], carry[0], carry[1], S[1]);
    full_adder FA2(A[2], B[2], carry[1], carry[2], S[2]);
    full_adder FA3(A[3], B[3], carry[2], carry[3], S[3]);
    full_adder FA4(A[4], B[4], carry[3], carry[4], S[4]);
    full_adder FA5(A[5], B[5], carry[4], carry[5], S[5]);
    full_adder FA6(A[6], B[6], carry[5], carry[6], S[6]);
    full_adder FA7(A[7], B[7], carry[6], Co, S[7]);
endmodule
module storeA(Clk,Reset, D, Q);
	input [7:0] D;
	input Clk, Reset;
	output reg [7:0] Q;
	always@(posedge Clk or negedge Reset)
	begin
		if(!Reset)
			Q <= 8'b0;
		else
			Q <= D;
	end
endmodule
==> Changelog: implementation <==
### Implementation results

* Status: finished with violations
* Failing checks: negative setup slack
* Count of final max-slew check failures at 0
* GR Layer Usage met2 at 5.46%
* Post-synth area from yosys stat at 275 µm²
* IO Port Bufs at 11
* Via count at 323
* Achievable Freq at 655 MHz
* Most numerous logic cell after layout: buf_4
* Setup TNS Final at -2.18 ns
* DP HPWL at 681 µm
* Largest net degree at the start of global routing at 10
* Startpoint types: input port
* Total iterations of the first detailed-routing run at 1
* Crit path time final at 1.53 ns
* Synthesized area at 275 µm²
* Storage element area at 0 µm²
* Post-synthesis instance total at 32
* Core ar. at 0.00342 mm²
* Cell count listed in synth_stat.txt at 32
* Clkbuf count at 0
* Placer Congestion at 0.715
* Setup Viol. Count Final at 7
* Crit path from: S[0]
* Vias per inst at 3.11
* Tally of OpenROAD warnings at 41
* # IOs at 11
* Worst slack at placement at -1.26 ns
* Worst path required time at 0.88 ns
* Leakage at 0.287 nW
* Initial antenna violation count at 0
* Endpoints failing hold at 0
* Grt peak-use layer: met2
* Peak VDD IR at 159 µV
* Final period util at 139%
* CTS hold repair buffers at 0
* Die X at 80 µm
* Slew HR at 89.0%
* GRT overflow at 0
* Number of global-route vias before repair at 321
* Hold Crit Start: S[3]
* Met1 Use GR at 2.72%
* Total Power at 0.215 mW
* Rows at 21
* P&R area growth vs syn at 134%
* Fin cells at 104
* Routed wire length at 879 µm
* RSZ-0062 raised after global routing: yes
* Syn_area_per_cell at 8.60 µm²
* Most frequent cells in the layout: buf_4 (10), buf_6 (8), buf_2 (6), nor2_1 (5), ha_4 (5)
* Antenna Cells at 0
* Die area at 0.00640 mm²
* DRC Markers at 0
* Flop count at 0
* Synth warn at 1
* Crit path max fanout at 4
* Worst Setup Slack, final at -0.426 ns
* Worst Hold Class: in -> out
* PwrDens at 335 mW/mm²
* Worst setup EP type: output port
* Routed WL per cell at 8.45 µm
* Setup CP Type: in -> out
* Fp util at 8.06%
* MaxCap Viol Count at 0
* Met3 Use GR at 0.455%
* Layout cells sized above 1 at 70.7%
* Chip Height at 80 µm
* First-pass GRT wire length at 1480 µm
* CP arrival at 1.31 ns
* Register share after synthesis at 0%
* Worst-margin pin slew at 0.162 ns
* ANT nets after route at 0
* Number of placed cells counting well taps at 95
* GRT Util Overall at 2.66%
* 1st-iter DRT viols at 0
* Yosys cell types at 15
-- repair_timing --
item | 4_1_cts | 5_1_grt
setup buffers | 8 | 2
setup endpoints to repair | 7 | 7
gates resized | 49 | 8
pin swaps | 6 | 7
-- path summary, 6_finish.rpt --
check,endpoint,depth (start not counted)
max,HEX[3],7
min,HEX[3],3
-- routing by layer --
layer  share of wire, %  up-vias
li1                   -      164
met1                 35      157
met2                 62        2
met3                3.0        0
met4                  0        0
met5                  0        -
-- synthesized netlist by cell type, types with 2 or more instances --
cell type  number  share of area [%]
o21ai_0         2                3.6
nor2_1          5                6.8
a22o_1          2                6.4
mux2i_1         4                 15
inv_1           3                4.1
ha_1            7                 32
-- cell type report --
cell class                      count  area [µm²]
Timing Repair Buffer               28         229
Inverter                            3        40.0
Tap cell                           46        57.6
Multi-Input combinational cell     27         317
Fill cell                         385        2770
-- worst max-delay path: stages --
cell and delay (ns):
buf_6 0.08, buf_8 0.11, inv_12 0.04, ha_4 0.24, inv_2 0.03, mux4_2 0.45
buf_2 0.13
-- through the flow --
step / util [%] / cell area, µm² / hold slack (ns)
after floorplan: - / 329 / 0.540
after global placement: 15.8 / 541 / 1.50
after detailed placement: 15.8 / 541 / 1.50
after CTS: 18.4 / 629 / 0.975
after global routing: 18.8 / 643 / 0.964
final: 18.8 / 643 / 0.923
-- cells by family (layout without fill, tap and decap cells) --
kind of cell | after synthesis | in the layout | synth area share, %
fa+ha+maj | 7 | 7 | 31.8
simple gates | 8 | 8 | 14.5
buf+inv | 5 | 31 | 10.0
mux | 6 | 6 | 28.2
compound gates | 6 | 6 | 15.5
-- power by group --
group	internal, mW	switching, mW	leakage [nW]
combinational	0.128	0.0867	0.287
clock	0	0	0
sequential	0	0	0
total	0.128	0.0867	0.287
Power and IR drop assume default switching activity.
